## ./design.v

```verilog
`timescale 1ns / 1ps
module Clock(clk, reset, clk1, clk2);
input clk, reset;
output clk1, clk2;
reg clk1, clk2;
reg [24:0] counter1, counter2;
initial
begin
	counter1 <= 0; clk1 <= 0;
	counter2 <= 0; clk2 <= 0;
end
always@(posedge reset or posedge clk)
begin
    if (reset == 1'b1)
        begin
            clk1 <= 0;
				clk2 <= 0;
            counter1 <= 0;
				counter2 <= 0;
        end
    else
        begin
            counter1 <= counter1 + 1;
				counter2 <= counter2 + 1;
            if ( counter1 == 25)
                begin
                    counter1 <= 0;
                    clk1 <= ~clk1;
                end
				if ( counter2 == 10000)
                begin
                    counter2 <= 0;
                    clk2 <= ~clk2;
                end
        end
end
endmodule   
`timescale 1ns / 1ps
module counter(clk2, reset, sec_chuc, sec_dv, min_chuc, min_dv, hour_chuc, hour_dv);
input clk2, reset;
output reg [3:0]sec_chuc, sec_dv, min_chuc, min_dv, hour_chuc, hour_dv;
reg [7:0] sec_o, min_o, hour_o;
initial begin
sec_chuc=0; sec_dv=0; min_chuc=0; min_dv=0; hour_chuc=0; hour_dv=0;
sec_o=0; min_o=0; hour_o=0;
end
always @ (posedge clk2 or posedge reset) begin
	if (reset) begin 
		sec_chuc=0; sec_dv=0; min_chuc=0; min_dv=0; hour_chuc=0; hour_dv=0;
		sec_o=0; min_o=0; hour_o=0;
	end
	else begin
		if(sec_o == 60) begin
			sec_chuc = 0; sec_dv=0; sec_o=0;
		end
		else begin
			if (sec_o>=50) begin sec_chuc = 5; sec_dv = sec_o - 50; end
			else if (sec_o>=40) begin sec_chuc = 4; sec_dv = sec_o - 40; end
			else if (sec_o>=30) begin sec_chuc = 3; sec_dv = sec_o - 30; end
			else if (sec_o>=20) begin sec_chuc = 2; sec_dv = sec_o - 20; end
			else if (sec_o>=10) begin sec_chuc = 1; sec_dv = sec_o - 10; end
			else begin sec_chuc = 0; sec_dv = sec_o; end
		end
		if(min_o == 60) begin
			min_chuc = 0; min_dv=0; min_o=0;
		end
		else begin
			if (min_o>=50) begin min_chuc = 5; min_dv = min_o - 50; end
			else if (min_o>=40) begin min_chuc = 4; min_dv = min_o - 40; end
			else if (min_o>=30) begin min_chuc = 3; min_dv = min_o - 30; end
			else if (min_o>=20) begin min_chuc = 2; min_dv = min_o - 20; end
			else if (min_o>=10) begin min_chuc = 1; min_dv = min_o - 10; end
			else begin min_chuc = 0; min_dv = min_o; end
		end
		if(hour_o == 24) begin
			hour_chuc = 0; hour_dv=0; hour_o=0;
		end
		else begin
			if (hour_o>=20) begin hour_chuc = 2; hour_dv = hour_o - 20; end
			else if (hour_o>=10) begin hour_chuc = 1; hour_dv = hour_o - 10; end
			else begin hour_chuc = 0; hour_dv = hour_o; end
		end
		sec_o = sec_o +1;
		if (sec_o==60) begin min_o = min_o +1; end
		if (min_o==60) begin hour_o = hour_o +1; end
	end
end
endmodule
`timescale 1ns / 1ps
module tm1638 (clk1, reset, stb, dio, sclk, data_check, sec_chuc, sec_dv, min_chuc, min_dv, hour_chuc, hour_dv);
input clk1, reset;
output reg stb, dio, sclk;
output reg [7:0] data_check;
input [3:0] sec_chuc, sec_dv, min_chuc, min_dv, hour_chuc, hour_dv;
wire [7:0] sseg1, sseg2, sseg3, sseg4, sseg5, sseg6;
function [7:0] decode_sseg1;
	input [3:0] sec_chuc;
		case(sec_chuc)
			4'd0: decode_sseg1 = 8'h3f;
			4'd1: decode_sseg1 = 8'h06;
			4'd2: decode_sseg1 = 8'h5b;
			4'd3: decode_sseg1 = 8'h4f;
			4'd4: decode_sseg1 = 8'h66;
			4'd5: decode_sseg1 = 8'h6d;
			4'd6: decode_sseg1 = 8'h7d;
			4'd7: decode_sseg1 = 8'h07;
			4'd8: decode_sseg1 = 8'h7f;
			4'd9: decode_sseg1 = 8'h6f;
        endcase
endfunction
function [7:0] decode_sseg2;
	input [3:0] sec_dv;
		case(sec_dv)
			4'd0: decode_sseg2 = 8'h3f;
			4'd1: decode_sseg2 = 8'h06;
			4'd2: decode_sseg2 = 8'h5b;
			4'd3: decode_sseg2 = 8'h4f;
			4'd4: decode_sseg2 = 8'h66;
			4'd5: decode_sseg2 = 8'h6d;
			4'd6: decode_sseg2 = 8'h7d;
			4'd7: decode_sseg2 = 8'h07;
			4'd8: decode_sseg2 = 8'h7f;
			4'd9: decode_sseg2 = 8'h6f;
        endcase
endfunction
function [7:0] decode_sseg3;
	input [3:0] min_chuc;
		case(min_chuc)
			4'd0: decode_sseg3 = 8'h3f;
			4'd1: decode_sseg3 = 8'h06;
			4'd2: decode_sseg3 = 8'h5b;
			4'd3: decode_sseg3 = 8'h4f;
			4'd4: decode_sseg3 = 8'h66;
			4'd5: decode_sseg3 = 8'h6d;
			4'd6: decode_sseg3 = 8'h7d;
			4'd7: decode_sseg3 = 8'h07;
			4'd8: decode_sseg3 = 8'h7f;
			4'd9: decode_sseg3 = 8'h6f;
        endcase
endfunction
function [7:0] decode_sseg4;
	input [3:0] min_dv;
		case(min_dv)
			4'd0: decode_sseg4 = 8'h3f;
			4'd1: decode_sseg4 = 8'h06;
			4'd2: decode_sseg4 = 8'h5b;
			4'd3: decode_sseg4 = 8'h4f;
			4'd4: decode_sseg4 = 8'h66;
			4'd5: decode_sseg4 = 8'h6d;
			4'd6: decode_sseg4 = 8'h7d;
			4'd7: decode_sseg4 = 8'h07;
			4'd8: decode_sseg4 = 8'h7f;
			4'd9: decode_sseg4 = 8'h6f;
        endcase
endfunction
function [7:0] decode_sseg5;
input [3:0] hour_chuc;
 case (hour_chuc)
		4'd0: decode_sseg5 = 8'h3f;
		4'd1: decode_sseg5 = 8'h06;
		4'd2: decode_sseg5 = 8'h5b;
		4'd3: decode_sseg5 = 8'h4f;
		4'd4: decode_sseg5 = 8'h66;
		4'd5: decode_sseg5 = 8'h6d;
		4'd6: decode_sseg5 = 8'h7d;
		4'd7: decode_sseg5 = 8'h07;
		4'd8: decode_sseg5 = 8'h7f;
		4'd9: decode_sseg5 = 8'h6f;
	endcase
endfunction
function [7:0] decode_sseg6;
	input [3:0] hour_dv;
		case(hour_dv)
			4'd0: decode_sseg6 = 8'h3f;
			4'd1: decode_sseg6 = 8'h06;
			4'd2: decode_sseg6 = 8'h5b;
			4'd3: decode_sseg6 = 8'h4f;
			4'd4: decode_sseg6 = 8'h66;
			4'd5: decode_sseg6 = 8'h6d;
			4'd6: decode_sseg6 = 8'h7d;
			4'd7: decode_sseg6 = 8'h07;
			4'd8: decode_sseg6 = 8'h7f;
			4'd9: decode_sseg6 = 8'h6f;
        endcase
endfunction
assign sseg1 = decode_sseg1(sec_chuc);
assign sseg2 = decode_sseg2(sec_dv);
assign sseg3 = decode_sseg3(min_chuc);
assign sseg4 = decode_sseg4(min_dv);
assign sseg5 = decode_sseg5(hour_chuc);
assign sseg6 = decode_sseg6(hour_dv);
wire [47:0]data;
assign data[0*8+7:0*8+0]=sseg1;
assign data[1*8+7:1*8+0]=sseg2;
assign data[2*8+7:2*8+0]=sseg3;
assign data[3*8+7:3*8+0]=sseg4;
assign data[4*8+7:4*8+0]=sseg5;
assign data[5*8+7:5*8+0]=sseg6;
reg [47:0] data_hold = 0;
reg [7:0] command_activate = 8'h8f;  
reg [7:0] command_mode = 8'h44;  
reg [7:0] command_addr1 = 8'hc0;  
reg [7:0] command_addr2 = 8'hc2;  
reg [7:0] command_addr3 = 8'hc4;  
reg [7:0] command_addr4 = 8'hc6;  
reg [7:0] command_addr5 = 8'hc8;  
reg [7:0] command_addr6 = 8'hca;  
integer cnt;
initial begin
	cnt = 0;
	dio = 0;
	stb = 1;
	sclk = 0;
	data_check = 0;
end
always @ (posedge clk1 or posedge reset) begin
if (reset) begin
	sclk = 1;
	stb = 1; 
	dio = 0;
	cnt = 0;
end
else begin
	if (cnt == 0) begin 
		command_mode = 8'h44; command_activate = 8'h8f; command_addr1 = 8'hc0; command_addr2 = 8'hc2; command_addr3 = 8'hc4; command_addr4 = 8'hc6; command_addr5 = 8'hc8; command_addr6 = 8'hca;
		data_hold = data;
		stb = 0;
	end
	else if ((cnt >= 1) && (cnt <= 16)) begin  
		data_check = 8'h44;
		dio = command_mode[0];
		sclk = ~sclk;
		if (sclk) begin command_mode=command_mode>>1; end
	end
	else if (cnt == 17) begin  
		data_check = 0;
		stb = 1;
	end
	else if (cnt == 18) begin  
		stb = 0;
	end
	else if ((cnt>=19) && (cnt<=34)) begin  
		data_check = 8'hc0;
		dio = command_addr1[0];
		sclk = ~sclk;
		if (sclk) begin command_addr1 = command_addr1>>1; end
	end
	else if ((cnt>=35) && (cnt<=50)) begin  
		data_check = sseg1;
		dio = data_hold[0];
		sclk = ~ sclk;
		if (sclk) begin data_hold = data_hold >>1; end
	end
	else if (cnt == 51) begin  
		data_check = 0;
		stb = 1;
	end
	else if (cnt == 52) begin  
		stb = 0;
	end
	else if ((cnt>=53) && (cnt<=68)) begin  
		data_check = 8'hc2;
		dio = command_addr2[0];
		sclk = ~sclk;
		if (sclk) begin command_addr2 = command_addr2>>1; end
	end
	else if ((cnt>=69) && (cnt<=84)) begin  
		data_check = sseg2;
		dio = data_hold[0];
		sclk = ~ sclk;
		if (sclk) begin data_hold = data_hold >>1; end
	end
	else if (cnt == 85) begin  
		data_check = 0;
		stb = 1;
	end
	else if (cnt == 86) begin  
		stb = 0;
	end
	else if ((cnt>=87) && (cnt<=102)) begin  
		data_check = 8'hc4;
		dio = command_addr3[0];
		sclk = ~sclk;
		if (sclk) begin command_addr3 = command_addr3>>1; end
	end
	else if ((cnt>=103) && (cnt<=118)) begin  
		data_check = sseg3;
		dio = data_hold[0];
		sclk = ~ sclk;
		if (sclk) begin data_hold = data_hold >>1; end
	end
	else if (cnt == 119) begin  
		data_check = 0;
		stb = 1;
	end
	else if (cnt == 120) begin  
		stb = 0;
	end
	else if ((cnt>=121) && (cnt<=136)) begin  
		data_check = 8'hc6;
		dio = command_addr4[0];
		sclk = ~sclk;
		if (sclk) begin command_addr4 = command_addr4>>1; end
	end
	else if ((cnt>=137) && (cnt<=152)) begin  
		data_check = sseg4;
		dio = data_hold[0];
		sclk = ~ sclk;
		if (sclk) begin data_hold = data_hold >>1; end
	end
	else if (cnt == 153) begin  
		data_check = 0;
		stb = 1;
	end
	else if (cnt == 154) begin  
		stb = 0;
	end
	else if ((cnt>=155) && (cnt<=170)) begin  
		data_check = 8'hc8;
		dio = command_addr5[0];
		sclk = ~sclk;
		if (sclk) begin command_addr5 = command_addr5>>1; end
	end
	else if ((cnt>=171) && (cnt<=186)) begin  
		data_check = sseg5;
		dio = data_hold[0];
		sclk = ~ sclk;
		if (sclk) begin data_hold = data_hold >>1; end
	end
	else if (cnt == 187) begin  
		data_check = 0;
		stb = 1;
	end
	else if (cnt == 188) begin  
		stb = 0;
	end
	else if ((cnt>=189) && (cnt<=204)) begin  
		data_check = 8'hca;
		dio = command_addr6[0];
		sclk = ~sclk;
		if (sclk) begin command_addr6 = command_addr6>>1; end
	end
	else if ((cnt>=205) && (cnt<=220)) begin  
		data_check = sseg6;
		dio = data_hold[0];
		sclk = ~ sclk;
		if (sclk) begin data_hold = data_hold >>1; end
	end
	else if (cnt == 221) begin  
		data_check = 0;
		stb = 1;
	end
	else if (cnt == 222) begin  
		stb = 0;
	end
	else if ((cnt>=223) && (cnt<=238)) begin  
		data_check = 8'h8f;
		dio = command_activate[0];
		sclk = ~sclk;
		if (sclk) begin command_activate = command_activate>>1; end
	end
	else if (cnt == 239) begin  
		data_check = 0;
		stb = 1;
	end
	else if (cnt == 240) begin  
		cnt = -1;
		sclk = 1;
		dio = 0;
	end
	cnt = cnt +1;
end
end
endmodule 
`timescale 1ns / 1ps
module mainblock(clk_50M, reset, dio, sclk, stb, data_check, sec_chuc, sec_dv, min_chuc, min_dv, hour_chuc, hour_dv);
input clk_50M, reset;
wire clk1, clk2;
output wire [3:0] sec_chuc, sec_dv, min_chuc, min_dv, hour_chuc, hour_dv;
output wire dio, stb, sclk;
output wire [7:0] data_check;
Clock Clock(clk_50M, reset, clk1, clk2);
tm1638 tm1638(clk1, reset, stb, dio, sclk, data_check, sec_chuc, sec_dv, min_chuc, min_dv, hour_chuc, hour_dv);
counter counter (clk2, reset, sec_chuc, sec_dv, min_chuc, min_dv, hour_chuc, hour_dv);
endmodule
```

## ./run.sh

```bash
#!/bin/bash
# OpenROAD 26Q1-2900-gdf79404cd8, Yosys 0.63+post, stock flow scripts
make -C /OpenROAD-flow-scripts/flow DESIGN_CONFIG=/design/flow/config.mk WORK_HOME=/design/flow/orfs finish
```

## ./config.mk

```make
export PLATFORM = sky130hd
export DESIGN_NAME = mainblock
export DESIGN_NICKNAME = mainblock
export VERILOG_FILES = /design/flow/design.v
export SDC_FILE = /design/flow/constraint.sdc
export NUM_CORES = 4
export LEC_CHECK = 1
export CORE_UTILIZATION = 50
```

## ./constraint.sdc

```tcl
current_design mainblock

set clk_period 4.5
set clk_io_pct 0.2

create_clock -name clk0 -period $clk_period [get_ports {clk_50M}]

set non_clock_inputs [all_inputs -no_clocks]
set_input_delay [expr $clk_period * $clk_io_pct] -clock clk0 $non_clock_inputs
set_output_delay [expr $clk_period * $clk_io_pct] -clock clk0 [all_outputs]
```

==> flow_metrics.py <==
# Auto-generated metrics
metrics = {
    "cells_and_area": {
        "nFillCells": 2290,
        "area_delta_synth_final_pct": 5.805,
        "drive_above_1_share": 0.04718,
        "final_util": 0.5382,
    },
    "synth": {
        "top_area_frac": 0.2673,
        "synth_chip_area_mm2": 0.01326,
        "ys_seq_share": 0.5148,
        "synth_cells": 1328,
        "synthFlopType": "dfrtp_1",
        "top_cells_by_area": "edfxtp_1, dfrtp_1, nand2_1",
        "edf_count": 118,
        "async_flop_share": 0.5261,
        "ys_seq_elements": 249,
        "synth_cell_types": 89,
        "avgSynthCellArea_um2": 9.981,
        "synth_area_mm2": 0.01326,
        "synth_top_cell_by_area": "edfxtp_1",
        "ys_warn_count": 3,
        "yosys_cells": 1328,
    },
    "global_routing": {
        "grt_start_max_net_pins": 87,
        "grt_usage": 0.2167,
        "antenna_found_initial": 0,
        "grt_pass1_vias": 8571,
        "grt-ovfl-total": 0,
        "grt_pass1_wl_um": 44580,
    },
    "setup_path": {
        "path_max_fanout": 5,
        "arrival_ps": 2540,
        "worst-setup-path-type": "flop to flop",
        "cp.required_ps": 4670,
        "end_kind": "flop",
        "critPathLaunchType": "flop",
    },
    "final_timing": {
        "grt_setup_unrepaired": "no",
        "fmax_ghz": 0.4216,
        "setup-violations-final": 0,
        "fin_tns_setup_ps": 0,
        "period_minus_slack_ps": 2372,
        "worstMarginPinSlew_ps": 883.6,
        "untimed_endpoints": 346,
        "slew_headroom": 0.4047,
        "hold_viol": 0,
        "unclocked_pins": 197,
        "skew_ps": 3.591,
        "whs_ps": 473.6,
        "period_used_share": 0.5271,
        "slew_violations": 0,
    },
    "floorplan": {
        "rows": 59,
        "ios": 37,
        "dieArea_mm2": 0.02717,
        "die_h_um": 164.8,
        "fp-utilization": 0.5087,
        "die_w_um": 164.8,
        "core-area_mm2": 0.02606,
    },
    "clock_tree": {
        "post_cts_buffers": 0,
        "holdBufCountCts": 0,
        "cts_resized": 0,
        "cts_buffers": 5,
        "htreeDepth": 2,
        "cts_tree": "yes",
        "clkTransAtPathRegs_ps": 60,
        "clk_path_buf_depth": 2,
        "clkLatencyLatePin_ps": 280,
        "cts_root_buffer": "clkbuf_16",
    },
    "power_and_ir_drop": {
        "max-vdd-ir-drop_uv": 180.7,
        "p_per_area_mw_per_mm2": 65.44,
        "power.leakage_nw": 5.547,
    },
    "place": {
        "hpwl_um": 19410,
        "place.gp.congestion": 0.9433,
        "port_buffers": 32,
    },
    "routing": {
        "drt_iter0_markers": 622,
        "wl_um": 27260,
        "num_vias": 9375,
        "drc": 0,
        "vias_per_cell": 5.685,
        "avgRoutedWirePerCell_um": 16.53,
        "ant_nets": 0,
        "drt_pre_antenna_iters": 5,
        "num_antenna_cells": 0,
    },
    "outcome": {
        "status": "complete, no violations",
    },
    "job": {
        "max-cap-violations": 0,
        "warnings": 46,
    },
    "worst_hold_path": {
        "hold_class": "flop to flop",
    },
}
area by class of cell:
| cell class | instances | area (um2) | share of cell area |
|---|---|---|---|
| clock buffer | 6 | 128.9 | 0.009189 |
| clock inverter | 2 | 38.79 | 0.002766 |
| inverter | 31 | 121.4 | 0.008654 |
| multi-input combinational | 979 | 6056 | 0.4318 |
| sequential | 249 | 6828 | 0.4868 |
| tap | 335 | 419.2 | 0.02989 |
| timing repair buffer | 47 | 432.9 | 0.03087 |
critical path, stage by stage (launching register included):
cell and delay, ps:
dfrtp_1 400, and3_1 220, and3_1 210, nand4_1 190, nor4_1 580, nand4_1 210
or2_2 320, xnor2_1 120
stage by stage:
stage | power (mW) | std cells | instance area (um2) | setup WS (ps)
after detailed placement | 0.5069 | 1641 | 13860 | 2121
after CTS | 0.9345 | 1649 | 14020 | 2118
after global routing | 0.9554 | 1649 | 14020 | 1952
after global placement | 0.5069 | 1641 | 13860 | 2125
final | 0.9178 | 1649 | 14020 | 2128
after floorplan | 0.4981 | 1331 | 13270 | 86.84
power breakdown:
| part | internal (mW) | switching (mW) |
|---|---|---|
| Sequential | 0.468 | 0 |
| Clock | 0.264 | 0.158 |
| Combinational | 0.00267 | 0.0254 |
| Total | 0.735 | 0.183 |
placed cells by master (no fill, tap or decap), drive strengths merged, types with 6 or more instances in the layout:
master,count
and2,55
inv,32
nand2b,36
o31ai,7
and3,22
nand4,31
nor4,27
clkdlybuf4s50,32
o21ai,72
mux2i,7
buf,15
dfrtp,129
a211oi,12
xor2,34
clkbuf,6
nor3,43
o21a,9
nor4b,6
xnor2,58
mux2,6
nand3,56
edfxtp,118
nor2,110
nand2,144
a22oi,7
nor2b,14
ha,33
a21oi,56
o311ai,6
or3,9
a31oi,13
a21boi,7
or2,10
a21o,7
o211ai,8
state kept, by name (all words and copies together), names as in the netlist, 7 cells and up:
name                     cells
counter.hour_o               8
tm1638.data_hold            47
tm1638.command_addr5         8
tm1638.command_addr2         8
tm1638.cnt                  32
tm1638.command_addr4         8
Clock.counter2              25
tm1638.command_mode          7
tm1638.command_addr3         8
tm1638.command_addr1         8
tm1638.command_addr6         8
tm1638.data_check            8
Clock.counter1              25
counter.min_o                8
counter.sec_o                8
tm1638.command_activate      8
cell families (layout without fill, tap and decap cells):
family / Yosys count / count (layout) / synth area share
xor+xnor: 92 / 92 / 0.06079
compound gates: 248 / 248 / 0.1210
fa+ha+maj: 35 / 35 / 0.03266
other cells: 1 / 4 / 0.0002829
flops: 249 / 249 / 0.5148
mux: 13 / 13 / 0.01067
simple gates: 587 / 587 / 0.2288
buf+inv: 103 / 86 / 0.03096
layer usage:
metal,up-vias,part of all wire,GRT usage,wire [um]
met5,-,0,0,0
met4,0,0.0064,0.01418,174
met3,14,0.058,0.03892,1569
met2,210,0.45,0.3170,12340
met1,4433,0.48,0.3745,13180
li1,4718,-,-,-
final timing paths:
kind                                   startpoint            endpoint  slack [ps]  cells past startpoint
worst max-delay path            Clock.counter2[2]  Clock.counter2[21]        2130                      7
worst min-delay path                   Clock.clk2          Clock.clk2         470                      1
worst max register to register  Clock.counter2[2]  Clock.counter2[21]        2130                      7
worst min register to register         Clock.clk2          Clock.clk2         470                      1
max in group asynchronous                   reset  Clock.counter2[23]        2480                      3
min in group asynchronous                   reset  Clock.counter1[19]        1220                      2
Yosys cell counts, types with 8 or more instances:
cell type	instances
nor2_1	110
inv_1	30
and3_1	22
or2_2	9
edfxtp_1	118
nor2b_1	14
o21a_1	9
nand2b_1	36
nor4_1	27
o211ai_1	8
xor2_1	34
a211oi_1	12
or3_1	8
and2_1	54
o21ai_0	71
nand2_1	142
a21oi_1	55
nor3_1	42
clkbuf_1	60
nand4_1	31
ha_1	33
xnor2_1	58
a31oi_1	13
dfrtp_1	129
nand3_1	55
Power and IR drop assume default switching activity.
